[./run.sh]
#!/bin/bash
# OpenROAD 26Q1-2900-gdf79404cd8, Yosys 0.63+post, stock flow scripts
make -C /OpenROAD-flow-scripts/flow DESIGN_CONFIG=/design/flow/config.mk WORK_HOME=/design/flow/orfs finish
[./design.v]
module ComboCounter (
    input  wire       i_Clk,
    input  wire       i_Rst,
    input  wire       i_Hit,    
    input  wire       i_Miss,   
    output reg  [6:0] o_Combo   
);
    localparam [6:0] MAX_COMBO = 7'd99;
    always @(posedge i_Clk or negedge i_Rst) begin
        if (!i_Rst) begin
            o_Combo <= 7'd0;
        end else begin
            if (i_Miss) begin
                o_Combo <= 7'd0;
            end 
            else if (i_Hit) begin
                if (o_Combo < MAX_COMBO)
                    o_Combo <= o_Combo + 7'd1;
                else
                    o_Combo <= o_Combo;
            end
        end
    end
endmodule
[./constraint.sdc]
current_design ComboCounter

set clk_period 2.7
set clk_io_pct 0.2

create_clock -name clk0 -period $clk_period [get_ports {i_Clk}]

set non_clock_inputs [all_inputs -no_clocks]
set_input_delay [expr $clk_period * $clk_io_pct] -clock clk0 $non_clock_inputs
set_output_delay [expr $clk_period * $clk_io_pct] -clock clk0 [all_outputs]
[./config.mk]
export PLATFORM = sky130hd
export DESIGN_NAME = ComboCounter
export DESIGN_NICKNAME = ComboCounter
export VERILOG_FILES = /design/flow/design.v
export SDC_FILE = /design/flow/constraint.sdc
export NUM_CORES = 4
export LEC_CHECK = 1
export CORE_AREA = 10 10 70 70
export DIE_AREA = 0 0 80 80
==> impl_metrics.yaml <==
# implementation run metrics
power_and_ir_drop:
  pwr_density_cell_nw_per_um2: 444
  irDropWorstVdd_mv: 0.166
  cellLeakagePower_nw: 0.203
  p_total_uw: 250
sta:
  final_setup_violation_count: 0
  final.min_clock_period_ns: 1.76
  totalNegativeSetupSlack_ns: 0
  worst_clock_skew_ns: 0.00110
  worst-slew-pin-transition_ns: 0.336
  relSlewSlack_pct: 77.5
  setup_slack_of_the_critical_path_after_layout_ns: 0.937
  rsz0062_at_grt: "false"
  timing.final.hold_violations: 0
  max_freq_ghz: 0.567
  slew_viol_final: 0
  fin_crit_sh_pct: 65.3
clocking:
  h-tree-depth: 1
  postCtsSetupRepairBufs: 0
  clkTransAtPathRegs_ns: 0.05
  cts_tree: "done"
  cts-hold-fix-buffers: 0
  numClockSinks: 7
  cts_buffer_depth: 2
  postCtsResizedCells: 0
  cts_buffers: 3
  clock_insertion_delay_worst_skew_ns: 0.25
  clock_tree.root_cell: "sky130_fd_sc_hd__clkbuf_4"
synth:
  synth.cell_area_um2: 384
  ys_sh_aoi_pct: 20.2
  synth.yosys.seq_area_share_pct: 45.6
  synthCells: 38
  synth_area_leader_cell: "sky130_fd_sc_hd__dfrtp_1"
  muxShareOfSynthArea_pct: 5.54
  edf_count: 0
  top_cells_by_area: "sky130_fd_sc_hd__dfrtp_1 46%, sky130_fd_sc_hd__a21oi_1 3.9%, sky130_fd_sc_hd__o21ai_0 3.9%"
  synth.yosys.chip_area_um2: 384
  netlist-cell-type-count: 22
  logic_family: "simple AND/OR/NAND/NOR gates"
  simple_share_synth_pct: 23.5
  yosys_register_bits: 7
  cell_count_listed_in_synth_stat_txt: 38
  syn_avg_cell_area_um2: 10.1
  async_flop_share_pct: 100
  netlist.area_leader.share_pct: 45.6
  ff_type: "sky130_fd_sc_hd__dfrtp_1"
  ys_sh_xor_pct: 0
  ys_sh_adder_pct: 3.26
  synthesis.yosys.warnings: 1
floorplanning:
  io_pins: 11
  die.size.y_um: 80
  die-area_um2: 6400
  core_area_um2: 3420
  die-width_um: 80
  fp_util_pct: 11.2
  rows: 21
hold_path:
  type_of_the_worst_min_delay_path: "flop to flop"
routing:
  viasPerCell: 3.38
  detail_route.antenna_diodes: 0
  drt_drc_violations_left: 0
  route.detailed.wl_per_inst_um: 9.48
  detail_route.wirelength_um: 920
  drtAntennaViolNets: 0
  drt_pass1_iterations: 2
  via_count: 328
  detail_route.iter0.violations: 26
cells_and_area:
  layout_overhead_on_the_synthesized_area_pct: 46.9
  final_common_cell: "sky130_fd_sc_hd__clkdlybuf4s50_1"
  regMostFlops: "o_Combo"
  largest_registers: "o_Combo (7)"
  post_route_cells_drive_above_1_share_pct: 13.7
  largest_register_ff_count: 7
  top_logic_cells_by_instance_count_in_the_layout: "10 x sky130_fd_sc_hd__clkdlybuf4s50_1, 7 x sky130_fd_sc_hd__dfrtp_1"
  post-route-cell-area_um2: 564
run:
  stage_log_warnings: 25
  max-cap-violations: 0
place:
  placed_area_um2: 538
  gp_routability_congestion: 0.819
  port_buffers: 10
  dp_slack_ns: 0.689
grt:
  antenna_found_initial: 0
  vias_in_the_first_global_route: 324
  global_route.overflow_total: 0
  track_usage_pct: 3.04
  maximum_number_of_pins_on_one_net_before_global_route_repair: 11
  global_route_wire_length_before_repair_mm: 1.50
worst_setup_path:
  timing.critical_path.to_type: "flop"
  worst-endpoint-arrival_ns: 1.94
  start_kind: "input pin"
  cp.required_ns: 2.88
  critPathMaxFanout: 9
  startpoint_to_endpoint_class_of_the_critical_path: "input pin to flop"
status:
  run_status: "completed"
-- where the power goes --
part           total [mW]  switching, mW  internal [mW]
Clock              0.0977         0.0411         0.0566
Combinational      0.0352         0.0135         0.0217
Sequential          0.118        0.00762          0.110
-- synth_stat cells, types with 2 or more instances --
cell and count:
sky130_fd_sc_hd__nor2b_1 2, sky130_fd_sc_hd__dfrtp_1 7, sky130_fd_sc_hd__or3_1 2, sky130_fd_sc_hd__o21ai_0 3
sky130_fd_sc_hd__nand3_1 2, sky130_fd_sc_hd__nand2_1 3, sky130_fd_sc_hd__a21oi_1 3, sky130_fd_sc_hd__nand2b_1 2
-- path summary, 6_finish.rpt --
check                                  startpoint                     end  slack, ns  cells past startpoint
max in group asynchronous                   i_Rst  o_Combo[2]$_DFFE_PN0P_       1.91                      1
min                        o_Combo[6]$_DFFE_PN0P_  o_Combo[6]$_DFFE_PN0P_       0.54                      1
max                                         i_Hit  o_Combo[5]$_DFFE_PN0P_       0.94                      4
max reg2reg                o_Combo[5]$_DFFE_PN0P_  o_Combo[5]$_DFFE_PN0P_       1.30                      3
min reg2reg                o_Combo[6]$_DFFE_PN0P_  o_Combo[6]$_DFFE_PN0P_       0.54                      1
min in group asynchronous                   i_Rst  o_Combo[3]$_DFFE_PN0P_       0.55                      1
-- per-stage QoR --
stage	hold WS (ns)	util, %	std cells
after global placement	0.523	15.8	93
final	0.538	16.5	97
after global routing	0.553	16.5	97
after floorplan	0.244	-	38
after detailed placement	0.528	15.8	93
after CTS	0.540	16.5	97
-- layout make-up --
| class | count | area, um^2 |
|---|---|---|
| fill | 383 | 2850 |
| multi-input combinational | 29 | 201 |
| sequential | 7 | 175 |
| timing repair buffer | 10 | 100 |
| tap | 46 | 57.6 |
| clock buffer | 4 | 26.3 |
| inverter | 1 | 3.75 |
-- logic make-up after synthesis --
logic type | after synthesis
compound gates | 11
fa+ha+maj | 1
buf+inv | 2
flops | 7
mux | 2
simple gates | 15
-- worst max-delay path: stages --
cell	delay, ns
sky130_fd_sc_hd__clkdlybuf4s50_1	0.47
sky130_fd_sc_hd__a21bo_2	0.28
sky130_fd_sc_hd__or4_1	0.51
sky130_fd_sc_hd__a21oi_1	0.15
-- per-layer routing --
layer	part of all wire (%)	GRT usage (%)	vias to the layer above
met5	0	0	-
met4	0	0.704	0
met3	16	2.95	0
met2	31	3.05	13
met1	53	4.23	150
li1	-	-	165
No activity file was given, so power comes from the tool's default toggle rates.
