--- run.sh ---
#!/bin/bash
# OpenROAD 26Q1-2900-gdf79404cd8, Yosys 0.63+post, stock flow scripts
make -C /OpenROAD-flow-scripts/flow DESIGN_CONFIG=/design/flow/config.mk WORK_HOME=/design/flow/orfs finish
--- config.mk ---
export PLATFORM = sky130hd
export DESIGN_NAME = ScoreCounter
export DESIGN_NICKNAME = ScoreCounter
export VERILOG_FILES = /design/flow/design.v
export SDC_FILE = /design/flow/constraint.sdc
export NUM_CORES = 4
export LEC_CHECK = 1
export CORE_AREA = 10 10 77 77
export DIE_AREA = 0 0 87 87
--- constraint.sdc ---
current_design ScoreCounter

set clk_period 4.3
set clk_io_pct 0.2

create_clock -name clk0 -period $clk_period [get_ports {i_Clk}]

set non_clock_inputs [all_inputs -no_clocks]
set_input_delay [expr $clk_period * $clk_io_pct] -clock clk0 $non_clock_inputs
set_output_delay [expr $clk_period * $clk_io_pct] -clock clk0 [all_outputs]
--- design.v ---
module ScoreCounter (
    input  wire        i_Clk,
    input  wire        i_Rst,
    input  wire        i_ResetScore,   
    input  wire        i_Hit,          
    output reg  [13:0] o_Score         
);
    parameter [13:0] BASE_SCORE = 14'd5;  
    parameter [13:0] MAX_SCORE  = 14'd9999;   
    wire [14:0] w_NextScoreWide;
    assign w_NextScoreWide = o_Score + BASE_SCORE;
    always @(posedge i_Clk or negedge i_Rst) begin
        if (!i_Rst) begin
            o_Score <= 14'd0;
        end else if (i_ResetScore) begin
            o_Score <= 14'd0;
        end else if (i_Hit) begin
            if (w_NextScoreWide[13:0] >= MAX_SCORE || w_NextScoreWide[14])
                o_Score <= MAX_SCORE;
            else
                o_Score <= w_NextScoreWide[13:0];
        end
    end
endmodule
==> flow_summary.json <==
{
  "cts_root_buf": "clkbuf_8",
  "grt_max_degree": 21,
  "grt_pass1_wl_um": 4820,
  "final_area_um2": 1340,
  "syn_area_um2": 1110,
  "cts-buffers-inserted": 3,
  "clock_power_share": 0.373,
  "ctsResizeCount": 0,
  "postPlaceCellArea_um2": 1300,
  "clk_latency_ns": 0.25,
  "drt-initial-drc-count": 86,
  "largest_register_ffs": 14,
  "wirelength_um": 2830,
  "dr.pass1.iters": 4,
  "wl_per_cell_um": 14.8,
  "place_congestion": 0.835,
  "worstMarginPinSlew_ns": 0.714,
  "die_width_um": 87,
  "fp_util": 0.256,
  "vdd_drop_max_uv": 91.1,
  "synth-edff-count": 0,
  "ys_warn_count": 1,
  "openroad.warnings": 26,
  "ys_seq_share": 0.315,
  "period_needed_ns": 2.55,
  "sequentialPowerShare": 0.491,
  "flop_cell": "dfrtp_1",
  "ff_latch_area_um2": 350,
  "finalNonFillerCells": 191,
  "comb_area_um2": 698,
  "cellPowerDensity_nw_per_um2": 218,
  "critical_path_arrival_ns": 2.64,
  "slew_headroom": 0.522,
  "vias": 1043,
  "antenna_found_initial": 0,
  "swShare": 0.268,
  "max_freq_ghz": 0.392,
  "hold_viol": 0,
  "r2r-start": "o_Score[0]",
  "cp-end-kind": "flip-flop",
  "ys_types": 49,
  "crit_fanout": 9,
  "postCtsSetupRepairBufs": 0,
  "internal_power_uw": 214,
  "ys_cells": 129,
  "area_delta_synth_final_pct": 20.3,
  "core_um2": 4350,
  "synthCells": 129,
  "clock_skew_ns": 0.00475,
  "criticalPathCategory": "reg -> reg",
  "cts_tree": "built",
  "critical_path_required_ns": 4.39,
  "synth_flops": 14,
  "io_buffers": 17,
  "largest_register": "o_Score",
  "maxCapViolCount": 0,
  "cts.path.max_buffers": 2,
  "cts.clk_slew.worst_paths_ns": 0.06,
  "p_sw_uw": 78.5,
  "worstSetupStartpointType": "flip-flop",
  "min-delay-start": "o_Score[10]",
  "drive_above_1_share": 0.115,
  "hpwl_um": 2060,
  "grt_pass1_vias": 975,
  "yosys_area_um2": 1110,
  "ios": 18,
  "drc": 0,
  "slew_viol_final": 0,
  "die-area_um2": 7570,
  "vias_per_cell": 5.46,
  "async_reset_ff_frac": 1.00,
  "core.rowCount": 24,
  "power_frac_comb": 0.136,
  "outcome": "finished clean",
  "setup_viol": 0,
  "placedCellCount": 188,
  "antennaDiodeCount": 0,
  "syn_avg_cell_area_um2": 8.63,
  "grt.total_usage": 0.0769,
  "clock-sinks": 14,
  "grt_overflow": 0,
  "fillCellCount": 441,
  "rsz0062_at_grt": "false",
  "p_leak_uw": 0.000504,
  "crit_path_start": "o_Score[0]",
  "htree_levels": 1,
  "reg_top3": "o_Score x14",
  "hp-class": "reg -> reg",
  "postCtsHoldBufs": 0,
  "antenna_left": 0,
  "die_h_um": 87,
  "setup_tns_ns": 0,
  "period_used_share": 0.593
}
-- final timing paths --
kind | cells past startpoint | slack [ns] | to
hold / removal | 2 | 0.65 | o_Score[10]
setup / recovery | 6 | 1.75 | o_Score[0]
hold reg to reg | 2 | 0.65 | o_Score[10]
setup reg to reg | 6 | 1.75 | o_Score[0]
max in group asynchronous | 1 | 2.85 | o_Score[12]
min in group asynchronous | 1 | 1.02 | o_Score[4]
-- through the flow --
stage               power, uW  hold WS (ns)   util  worst slack [ns]
floorplan                 167         0.546      -              2.15
global placement          187         0.632  0.298              1.64
detailed placement        187         0.639  0.298              1.62
CTS                       298         0.647  0.308              1.80
global route              309         0.698  0.308              1.61
finish                    293         0.646  0.308              1.75
-- final cells by class --
cell class	instances	area share
Clock buffer	3	0.0308
Tap cell	52	0.0486
Inverter	4	0.0112
Timing Repair Buffer	17	0.127
Sequential cell	14	0.261
Multi-Input combinational cell	101	0.521
-- Yosys cell counts, drive strengths merged, types with 3 or more instances --
cell type / count / area (um^2)
a211oi: 6 / 45.0
dfrtp: 14 / 350
buf: 4 / 26.3
nand4: 3 / 33.8
clkbuf: 6 / 23.8
nor2: 14 / 52.6
inv: 4 / 15.0
nand2: 10 / 40.0
nand2b: 3 / 18.8
o21ai: 10 / 50.1
a21oi: 4 / 20.0
nor3: 4 / 20.0
nand3: 9 / 45.0
-- power groups by stage --
stage	registers [uW]	logic [uW]	clock network (uW)
final	144	39.7	109
after CTS	144	40.4	114
after global routing	145	44.6	119
-- cell families after synthesis --
family,Yosys count,synth area share
buffers and inverters,14,0.0584
flip-flops,14,0.315
multiplexers,4,0.0416
XOR/XNOR,2,0.0157
adder cells (fa/ha/maj),2,0.0225
AND-OR/OR-AND,37,0.262
AND/OR/NAND/NOR,56,0.285
-- critical path, cell delays in order, from the launching register on --
cell,delay [ns]
dfrtp_1,0.47
a21oi_1,0.57
or3_4,0.29
mux2_4,0.32
a22oi_4,0.25
and2_1,0.36
a31oi_1,0.14
-- layer usage --
layer / vias to the layer above / GRT usage / part of all wire
li1: 508 / - / -
met1: 488 / 0.101 / 0.44
met2: 45 / 0.123 / 0.46
met3: 2 / 0.0274 / 0.10
met4: 0 / 0.00589 / 0.0049
met5: - / 0 / 0
-- placed cells by master (no fill, tap or decap), types with 2 or more instances in the layout --
cell	n
mux2i_1	2
nand3_1	9
a32oi_1	2
nand4_1	2
clkbuf_8	3
a21oi_1	4
or4_2	2
dfrtp_1	14
nor4b_1	2
o32ai_1	2
nor3_1	4
nand2_1	9
a211oi_1	6
nand2b_1	3
clkdlybuf4s50_1	17
inv_1	4
nor2_1	14
o21ai_0	10
ha_1	2
No activity file was given, so power comes from the tool's default toggle rates.
